--- flow/config.mk ---
export PLATFORM = sky130hd
export DESIGN_NAME = pixel_generate
export DESIGN_NICKNAME = pixel_generate
export VERILOG_FILES = /design/flow/design.v
export SDC_FILE = /design/flow/constraint.sdc
export NUM_CORES = 4
export LEC_CHECK = 1
export CORE_UTILIZATION = 30
--- flow/constraint.sdc ---
current_design pixel_generate

set clk_period 2.3
set clk_io_pct 0.2

create_clock -name clk0 -period $clk_period [get_ports {clk}]

set non_clock_inputs [all_inputs -no_clocks]
set_input_delay [expr $clk_period * $clk_io_pct] -clock clk0 $non_clock_inputs
set_output_delay [expr $clk_period * $clk_io_pct] -clock clk0 [all_outputs]
--- flow/design.v ---
module pixel_generate # (
    parameter         RESP_LATENCY = 1          
) (
    input  wire       clk,
    input  wire       req_en,
    input  wire       req_sof,
    input  wire       req_sol,
    output wire [7:0] resp_red,
    output wire [7:0] resp_green,
    output wire [7:0] resp_blue
);
reg  [7:0] nrow;
reg  [7:0] nframe = 8'h0;
reg  [7:0] resp1_red, resp1_green, resp1_blue;
reg  [7:0] resp2_red, resp2_green, resp2_blue;
reg  [7:0] resp3_red, resp3_green, resp3_blue;
generate
    if      (RESP_LATENCY <= 1) assign {resp_red, resp_green, resp_blue} = {resp1_red, resp1_green, resp1_blue};
    else if (RESP_LATENCY == 2) assign {resp_red, resp_green, resp_blue} = {resp2_red, resp2_green, resp2_blue};
    else                        assign {resp_red, resp_green, resp_blue} = {resp3_red, resp3_green, resp3_blue};
endgenerate
always @ (posedge clk)
    if (req_en) begin
        if          (req_sof) begin
            nrow        <= nframe + 8'd1;
            nframe      <= nframe + 8'd1;
            resp1_red   <= nframe;
            resp1_green <= 8'hFF - nframe;
            resp1_blue  <= nframe;
        end else if (req_sol) begin
            nrow        <= nrow + 8'h1;
            resp1_red   <= nrow;
            resp1_green <= 8'hFF - nrow;
            resp1_blue  <= nrow;
        end else begin
            resp1_red   <= resp1_red   + 8'h1;
            resp1_green <= resp1_green - 8'h1;
            resp1_blue  <= resp1_blue  + 8'h1;
        end
    end
always @ (posedge clk) begin
    {resp2_red, resp2_green, resp2_blue} <= {resp1_red, resp1_green, resp1_blue};
    {resp3_red, resp3_green, resp3_blue} <= {resp2_red, resp2_green, resp2_blue};
end
endmodule
--- flow/run.sh ---
#!/bin/bash
# OpenROAD 26Q1-2900-gdf79404cd8, Yosys 0.63+post, stock flow scripts
make -C /OpenROAD-flow-scripts/flow DESIGN_CONFIG=/design/flow/config.mk WORK_HOME=/design/flow/orfs finish
==> results.cfg <==
; flow metrics
[power]
irDropWorstVdd_v = 0.000252
sw_frac_of_total = 0.257
p_per_area_mw_per_mm2 = 598
pwr-share-clk = 0.273
combPwrFrac = 0.156
p_leak_nw = 0.973
p_int_mw = 1.22
p_seq_frac = 0.571
power.total_mw = 1.65
p_sw_uw = 423

[yosys]
syn_avg_cell_area_um2 = 10.8
yosys_area_mm2 = 0.00225
ys_ff = 40
ys_types = 34
ys_cells = 209
top_area_frac = 0.535
synth_seq_share = 0.535
area_leaders = edfxtp_1 (53%), xor2_1 (4.7%), nand3_1 (3.8%)
async_flop_share = 0
edf_count = 40
yosysWarnings = 1
flop_cell = edfxtp_1
synthCells = 209
largest_area_cell = edfxtp_1
syn_area_mm2 = 0.00225

[critical_path]
worstPathRequired_ns = 1.84
crit_type = reg -> out
path_buffers = 1
crit_fanout = 5
reg2reg_depth = 4
critPathCaptureType = output pin
crit_arrival_ns = 1.32
cp_top_family = buffers and inverters
crit_chain = clkdlybuf4s50_1
cp_slowest_cell = clkdlybuf4s50_1
ff2ff_setup_slack_ns = 0.52
critical-path-max-stage-delay_ns = 0.52
reg2reg_from = resp1_green[0]
worst_setup_path_start_kind = flop
reg2reg_to = resp1_green[7]

[sta]
clock_skew_ns = 0.00945
finalCritPeriodShare = 0.776
tns_ns = 0
tightest_slew_ns = 0.371
relSlewSlack = 0.750
rsz0062_at_grt = no
min_period_ns = 1.78
clock.fmax_ghz = 0.561
hold_viol = 0
setup_viol = 0
maxSlewViolCount = 0

[worst_hold_path]
worstHoldPathCells = 2
hold_class = reg -> reg
holdCritStartpoint = resp1_blue[7]
hold_end = resp1_blue[7]

[route]
drt_wl_total_um = 5110
wl_per_cell_um = 14.9
vias = 1704
diodes = 0
drc = 0
ant_nets = 0
via_per_inst = 4.95
drt_iter0_drc = 111
first_pass_iters = 4

[floorplanning]
fp-row-count = 31
die-area_mm2 = 0.00784
io_pins = 28
die_y_um = 88.5
initCoreUtil = 0.310
design.core.area_mm2 = 0.00725
die_width_um = 88.5

[cells_and_area]
syn2layout_area_growth_pct = 22.5
final_cell_mix = edfxtp_1 (40), clkdlybuf4s50_1 (27), nand2_1 (18)
comb_area_um2 = 980
post-route-util = 0.380
lay_top_count = edfxtp_1
drive_gt1_frac = 0.0939
seq_area_mm2 = 0.00120
n_fill_cell = 721

[clock_network]
cts_buffers = 5
cts_root_buffer = clkbuf_8
worst_skew_pair.late_latency_ns = 0.29
cts_sinks = 40
cts_max_path_buffers = 2
ctsResizeCount = 0
htree_levels = 2
ctsHoldBuffers = 0
cts_tree = done
clkSlewWorstSetupHoldPaths_ns = 0.08
cts_setup_buffers = 0

[run]
tool_warnings = 25
maxCapViolCount = 0

[global_routing]
grt_util_all_layers = 0.145
grt_pass1_wl_um = 8290
antenna_found_initial = 0
grt_pass1_vias = 1618
grt_max_degree = 25
grt-ovfl-total = 0

[status]
status = completed

[placement]
dp_hpwl_um = 3690
gp_congestion = 0.872
port-buffer-count = 27
worst register-to-register path: cells and delay by family (launching register included):
family             cells  cell delay [ns]
and+or+nand+nor        1             0.57
AOI/OAI and AO/OA      3             0.45
DFF                    1             0.52
power groups by stage:
stage / logic (mW) / clock network [mW] / registers, mW
CTS: 0.259 / 0.463 / 0.940
global route: 0.294 / 0.491 / 0.948
finish: 0.258 / 0.450 / 0.940
Yosys cell counts, types with 3 or more instances:
| cell | instances |
|---|---|
| edfxtp_1 | 40 |
| nand2_1 | 18 |
| nand3_1 | 17 |
| a21oi_1 | 14 |
| xor2_1 | 12 |
| nor2_1 | 11 |
| o21ai_1 | 9 |
| xnor2_1 | 9 |
| inv_1 | 7 |
| nor3_1 | 7 |
| o21ai_0 | 6 |
| ha_1 | 5 |
| and3_1 | 4 |
| clkbuf_1 | 4 |
| mux2_2 | 4 |
| o21a_1 | 4 |
| or3_1 | 4 |
| or3b_1 | 4 |
| a21boi_1 | 3 |
| inv_2 | 3 |
| nor4_1 | 3 |
| o31ai_1 | 3 |
state kept, by name (all words and copies together) (netlist names):
| register | flops |
|---|---|
| resp1_blue | 8 |
| resp1_red | 8 |
| nframe | 8 |
| resp1_green | 8 |
| nrow | 8 |
cells by family after synthesis:
logic type,count (synthesis),synth area share
AOI/OAI and AO/OA,45,0.120
xor gates and xnor gates,21,0.0819
buffers and inverters,17,0.0295
muxes,6,0.0290
adders and majority gates,5,0.0278
DFF,40,0.535
and+or+nand+nor,75,0.178
metrics by stage:
step / hold WS [ns] / instances / worst slack (ns) / area [um2]
2_1_floorplan: 0.535 / 209 / 0.666 / 2250
3_3_place_gp: 0.592 / 336 / 0.299 / 2670
3_5_place_dp: 0.604 / 336 / 0.277 / 2670
4_1_cts: 0.625 / 344 / 0.505 / 2750
5_1_grt: 0.654 / 344 / 0.413 / 2750
6_report: 0.619 / 344 / 0.516 / 2750
area by class of cell:
type	count	area share
Sequential cell	40	0.436
Tap cell	99	0.0450
Clock inverter	1	0.00136
Timing Repair Buffer	35	0.120
Clock buffer	7	0.0277
Multi-Input combinational cell	152	0.356
Inverter	10	0.0136
layer usage:
layer	global-route usage	share of wire
met3	0.0407	0.069
met1	0.233	0.45
met2	0.213	0.47
met5	0	0
met4	0.0117	0.0078
worst max-delay path by stage:
stage / to / slack (ns) / from / cells past startpoint
after CTS: resp_blue[6] / 0.50 / resp1_blue[6] / 1
after global routing: resp1_green[7] / 0.41 / resp1_green[0] / 4
final: resp_blue[5] / 0.52 / resp1_blue[5] / 1
No activity file was given, so power comes from the tool's default toggle rates.
